<file path="run.sh">
#!/bin/bash
# OpenROAD 26Q1-2900-gdf79404cd8, Yosys 0.63+post, stock flow scripts
make -C /OpenROAD-flow-scripts/flow DESIGN_CONFIG=/design/flow/config.mk WORK_HOME=/design/flow/orfs finish
</file>
<file path="config.mk">
export PLATFORM = sky130hd
export DESIGN_NAME = Forwarding
export DESIGN_NICKNAME = Forwarding
export VERILOG_FILES = /design/flow/design.v
export SDC_FILE = /design/flow/constraint.sdc
export NUM_CORES = 4
export LEC_CHECK = 1
export CORE_AREA = 10 10 70 70
export DIE_AREA = 0 0 80 80
</file>
<file path="constraint.sdc">
current_design Forwarding

set clk_period 1.0
set clk_io_pct 0.2

create_clock -name clk0 -period $clk_period

set non_clock_inputs [all_inputs -no_clocks]
set_input_delay [expr $clk_period * $clk_io_pct] -clock clk0 $non_clock_inputs
set_output_delay [expr $clk_period * $clk_io_pct] -clock clk0 [all_outputs]
</file>
<file path="design.v">
module Forwarding (
	IDEX_RSaddr1_i,
	IDEX_RSaddr2_i,
	EXMEM_RDaddr_i,
	MEMWB_RDaddr_i,
	EXMEM_control_i,
	MEMWB_control_i,
	ForwardA_o,
	ForwardB_o
);
input 	[4:0] 	IDEX_RSaddr1_i;
input	[4:0]	IDEX_RSaddr2_i;
input	[4:0]	EXMEM_RDaddr_i;
input	[4:0]	MEMWB_RDaddr_i;
input 	[3:0]	EXMEM_control_i;
input	[3:0]	MEMWB_control_i; 
output 	[1:0] 	ForwardA_o;
output	[1:0]	ForwardB_o;
reg 	[1:0] 	ForwardA, ForwardB;
wire 	EXMEM_RegWrite, MEMWB_RegWrite;
assign EXMEM_RegWrite = ((EXMEM_control_i == 4'b0000))? 1:	 
						((EXMEM_control_i == 4'b0001))? 1:	 
						((EXMEM_control_i == 4'b0010))? 1:	 
						((EXMEM_control_i == 4'b0011))? 1:	 
						((EXMEM_control_i == 4'b0100))? 1:	 
						((EXMEM_control_i == 4'b0101))? 1:	 
						((EXMEM_control_i == 4'b0110))? 1:	 
						((EXMEM_control_i == 4'b0111))? 0:	 
						((EXMEM_control_i == 4'b1000))? 0:	 
						{1'bx};
assign MEMWB_RegWrite = ((MEMWB_control_i == 4'b0000))? 1:	 
						((MEMWB_control_i == 4'b0001))? 1:	 
						((MEMWB_control_i == 4'b0010))? 1:	 
						((MEMWB_control_i == 4'b0011))? 1:	 
						((MEMWB_control_i == 4'b0100))? 1:	 
						((MEMWB_control_i == 4'b0101))? 1:	 
						((MEMWB_control_i == 4'b0110))? 1:	 
						((MEMWB_control_i == 4'b0111))? 0:	 
						((MEMWB_control_i == 4'b1000))? 0:	 
						{1'bx};
always@ (*) begin
	if (EXMEM_RegWrite && (EXMEM_RDaddr_i == IDEX_RSaddr1_i))
		ForwardA = 2'b10;	 
	else if (MEMWB_RegWrite && (MEMWB_RDaddr_i == IDEX_RSaddr1_i))
		ForwardA = 2'b01;	 
	else
		ForwardA = 2'b00;	 
	if (EXMEM_RegWrite && (EXMEM_RDaddr_i == IDEX_RSaddr2_i))
		ForwardB = 2'b10;	 
	else if (MEMWB_RegWrite && (MEMWB_RDaddr_i == IDEX_RSaddr2_i))
		ForwardB = 2'b01;	 
	else
		ForwardB = 2'b00;	 
end
assign ForwardA_o = ForwardA;
assign ForwardB_o = ForwardB;
endmodule
</file>
==> flow_summary.yaml <==
# flow metrics
final_timing:
  drv_slew: 0
  worstMarginPinSlew_ps: 249
  final.setup.worst_slack_ps: -568
  tns_ps: -2120
  setup-violations-final: 4
  min_period_ps: 1570
  hold_ws_ps: 864
  grt_setup_unrepaired: "true"
  finalHoldViolations: 0
  timing.final.crit_share_pct: 157
  relSlewSlack_pct: 83.3
  fmax_ghz: 0.638
global_routing:
  grt_pass1_vias: 440
  track_usage_pct: 4.21
  overflow: 0
  grt_pass1_wl_mm: 2.22
  antenna_found_initial: 0
  grt_max_degree: 3
critical_path:
  crit_path_top_delay_cell: "or3_4"
  critPathArrivalTime_ps: 1370
  cp-end-kind: "output port"
  cp-start-kind: "input pin"
  crit_type: "in2out"
  cp_max_fo: 2
  path_cells: "buf_6 -> a31o_1 -> or3_4 -> nor4_4 -> buf_4 -> nor3_2 -> buf_2"
  cp_data_required_time_ps: 800
  max_stage_delay_ps: 410
floorplanning:
  die_h_microns: 80
  initCoreUtil_pct: 7.55
  pin_count: 32
  rows: 21
  design.core.area_sq_mm: 0.00342
  die_w_microns: 80
  die-area_sq_mm: 0.00640
drt:
  drtIter0Drc: 14
  wl_per_cell_microns: 11.2
  antenna_cells: 0
  ant_nets: 0
  drc_errors: 0
  firstDrtPassIters: 2
  drt-total-wl_mm: 1.30
  viasPerCell: 3.21
  dr_total_vias: 372
power:
  swShare_pct: 40.3
  powerDensity_mw_per_mm2: 362
  combPwrFrac_pct: 100.0
  p_leak_nw: 0.268
  finalPower_w: 0.000251
  internal-power_w: 0.000150
  vdd_drop_max_mv: 0.160
  p_sw_w: 0.000101
  power_frac_seq_pct: 0
  clkPwrFrac_pct: 0
final_layout:
  syn_to_final_growth_pct: 169
  flop_area_sq_um: 0
  nClkBuffers: 0
  utilization_pct: 20.3
  drive_above_1_share_pct: 40.0
  seq_cells: 0
yosys:
  aoi_share_pct: 5.83
  synth.area.mux_share_pct: 0
  syn_avg_cell_area_sq_um: 8.05
  synth_seq_share_pct: 0
  yosysChipArea_sq_um: 258
  logic_family: "XOR/XNOR gates"
  ys_sh_simple_pct: 26.2
  ys_types: 8
  synth_stat.cells: 32
  fa_ha_area_share_pct: 0
  netlist_area_sq_um: 258
  xor_share_pct: 68.0
  syn_inst: 32
  synth_warnings: 1
placed_design:
  port_buffers: 32
  gp_congestion: 0.804
  pre_cts_ws_ps: -1240
run:
  maxCapViolCount: 0
  tool_warnings: 35
worst_hold_path:
  hp-class: "in2out"
  whs_path_depth: 6
run_status:
  violations: "negative setup slack"
  outcome: "finished with violations"
[layer usage]
layer / share of wire, % / global-route usage (%) / vias up
met5: 0 / 0 / -
met4: 0 / 0 / 0
met3: 22 / 3.07 / 0
met2: 24 / 4.41 / 32
met1: 54 / 6.64 / 153
li1: - / - / 187
[critical path: cells and delay by family]
family / cells / cell delay, ps
simple gates: 3 / 610
compound gates: 1 / 210
buf+inv: 3 / 350
[cell usage in the layout, fill, tap and decap left out, drive strengths merged]
cell type and n:
or3 2, buf 19, nor4 2, a31oi 1
clkdlybuf4s50 11, dlygate4sd2 7, clkdlybuf4s15 1, xnor2 10
xor2 10, nor3 2, nand3 4, a31o 1
[stage by stage]
step / instance area [sq um] / cells
2_1_floorplan: 258 / 32
3_3_place_gp: 666 / 114
3_5_place_dp: 666 / 114
4_1_cts: 688 / 116
5_1_grt: 694 / 116
6_report: 694 / 116
[worst paths after layout]
check / end / slack, ps / start
setup / recovery: ForwardA_o[0] / -570 / EXMEM_control_i[1]
hold / removal: ForwardB_o[0] / 860 / IDEX_RSaddr2_i[2]
[area by class of cell]
class	instances	area, sq um
Fill cell	383	2720
Multi-Input combinational cell	32	320
Tap cell	46	57.6
Timing Repair Buffer	38	317
[synthesized netlist by cell type (all sizes together)]
| master | n | area (sq um) |
|---|---|---|
| or3 | 2 | 12.5 |
| xnor2 | 10 | 87.6 |
| nor3 | 2 | 10.0 |
| nor4 | 2 | 25.0 |
| a31oi | 1 | 6.26 |
| nand3 | 4 | 20.0 |
| xor2 | 10 | 87.6 |
| a31o | 1 | 8.76 |
[power groups by stage]
stage | Combinational (W) | Clock (W) | Sequential (W)
4_1_cts | 0.000250 | 0 | 0
5_1_grt | 0.000274 | 0 | 0
6_report | 0.000251 | 0 | 0
[cell families after synthesis]
| kind of cell | Yosys count |
|---|---|
| simple gates | 10 |
| xor+xnor | 20 |
| compound gates | 2 |
[timing repair]
item                       4_1_cts  5_1_grt
setup endpoints to repair        4        4
gates resized                   63        3
hold buffers                     0        0
setup buffers                    3        0
hold endpoints to repair         0        0
pin swaps                        7        3
Power and IR drop assume default switching activity.
