[design.v]
module Data_Memory (
    clk_i,
    memAddr_i,           
    memData_i,           
    control_i,
    memData_o            
);
input   clk_i;
input   [3:0]  control_i;
input   [31:0]  memAddr_i;
input   [31:0]  memData_i;
output  [31:0]  memData_o;
reg     [7:0]   memory[0:31];   
wire memRead, memWrite;
assign memRead = ((control_i == 4'b0000))? 1'b0:  
                 ((control_i == 4'b0001))? 1'b0:  
                 ((control_i == 4'b0010))? 1'b0:  
                 ((control_i == 4'b0011))? 1'b0:  
                 ((control_i == 4'b0100))? 1'b0:  
                 ((control_i == 4'b0101))? 1'b0:  
                 ((control_i == 4'b0110))? 1'b1:  
                 ((control_i == 4'b0111))? 1'b0:  
                 ((control_i == 4'b1000))? 1'b0:  
                 {1'b0};
assign memWrite = ((control_i == 4'b0000))? 1'b0:  
                  ((control_i == 4'b0001))? 1'b0:  
                  ((control_i == 4'b0010))? 1'b0:  
                  ((control_i == 4'b0011))? 1'b0:  
                  ((control_i == 4'b0100))? 1'b0:  
                  ((control_i == 4'b0101))? 1'b0:  
                  ((control_i == 4'b0110))? 1'b0:  
                  ((control_i == 4'b0111))? 1'b1:  
                  ((control_i == 4'b1000))? 1'b0:  
                  {1'b0};
assign memData_o = (memRead)? memory[memAddr_i]:0;
always @(posedge clk_i) begin
  if (memWrite)
    memory[memAddr_i] <= memData_i;
end
endmodule
[run.sh]
#!/bin/bash
# OpenROAD 26Q1-2900-gdf79404cd8, Yosys 0.63+post, stock flow scripts
make -C /OpenROAD-flow-scripts/flow DESIGN_CONFIG=/design/flow/config.mk WORK_HOME=/design/flow/orfs finish
[config.mk]
export PLATFORM = sky130hd
export DESIGN_NAME = Data_Memory
export DESIGN_NICKNAME = Data_Memory
export VERILOG_FILES = /design/flow/design.v
export SDC_FILE = /design/flow/constraint.sdc
export NUM_CORES = 4
export LEC_CHECK = 1
export CORE_UTILIZATION = 50
[constraint.sdc]
current_design Data_Memory

set clk_period 2.7
set clk_io_pct 0.2

create_clock -name clk0 -period $clk_period [get_ports {clk_i}]

set non_clock_inputs [all_inputs -no_clocks]
set_input_delay [expr $clk_period * $clk_io_pct] -clock clk0 $non_clock_inputs
set_output_delay [expr $clk_period * $clk_io_pct] -clock clk0 [all_outputs]
==> flow_summary_export.csv <==
group,metric,value,unit
outcome,status,"finished with violations",
outcome,violations,"setup timing",
global_routing,grt_pass1_wl,35200,um
final_layout,largest_reg_flops,256,
logic_synthesis,yosysWarnings,1,
final_layout,largest_register,"memory",
drt,vias_per_cell,5.65,
logic_synthesis,synthFlopType,"edfxtp_1",
drt,via_count,5521,
final_timing,hold_viol,0,
pwr,finalPower,8.23,mW
critical_path,end_kind,"output port",
logic_synthesis,ys_cells,541,
logic_synthesis,ys.flops,256,
floorplanning,fp.dieW,147,um
logic_synthesis,yosys_area,0.0105,mm2
floorplanning,core_area,0.0204,mm2
pwr,power_density,635,mW/mm2
global_routing,antenna_found_initial,0,
final_timing,rsz0062_at_grt,"true",
critical_path,worstPathRequired,2.16,ns
logic_synthesis,synthArstFlopShare,0,
final_timing,setup_ws,-0.0589,ns
clock_tree,clockRootBuffer,"clkbuf_16",
floorplanning,row_count,52,
final_layout,logic_area,0.00274,mm2
final_timing,max_freq,0.362,GHz
global_routing,grt.overflow.total,0,
pwr,p_leak,4.43,nW
place,gp_congestion,0.916,
final_layout,area_growth,23.6,%
clock_tree,cts_hold_buf,0,
final_layout,top_regs,"memory x256",
logic_synthesis,synth_cell_type_count,53,
critical_path,cp-start-kind,"input pin",
global_routing,grt_start_max_net_pins,33,
clock_tree,numCtsBuffers,25,
final_layout,stdcell_count,977,
place,portBuffers,25,
drt,drt_iter0_drc,421,
drt,ant_nets,0,
global_routing,grt_pass1_vias,5857,
final_layout,utilization,0.636,
clock_tree,clock_sinks,256,
critical_path,arrival,2.22,ns
logic_synthesis,synth_cells,541,
clock_tree,clockBufferDepth,3,
clock_tree,htreeDepth,1,
logic_synthesis,synth-edff-count,256,
logic_synthesis,postSynthSeqShare,0.733,
final_layout,seq_area,0.00769,mm2
final_layout,layout-drive-gt1-share,0.371,
floorplanning,fp_util,0.515,
drt,drc_errors,0,
logic_synthesis,syn-cell-area,0.0105,mm2
place,pre_cts_slack,-0.742,ns
floorplanning,ios,101,
floorplanning,die_area,0.0215,mm2
drt,antenna_cells,0,
global_routing,grtUsageTotal,0.252,
final_timing,post-route-period-util,1.02,
critical_path,worst-path-max-fanout,6,
final_timing,drv_slew,0,
drt,wirelength,23200,um
drt,drtPass1Iterations,4,
job,cap_viol_max_count,0,
place,dp_hpwl,14800,um
place,dp.cells,917,
final_timing,fin_crit,2.76,ns
job,warning_count,78,
logic_synthesis,avgSynthCellArea,19.4,um2
floorplanning,die_y,147,um
clock_tree,path_clk_slew,0.06,ns
final_timing,setup_viol,2,
critical_path,critPathKind,"input pin to output port",
clock_tree,cts_tree,"yes",
min_path,worstHoldPathType,"input pin to register",
pwr,vdd_ir_drop_max,0.501,mV
final_layout,fillCellCount,1360,
min_path,whs_path_depth,2,
drt,wire_per_inst,23.7,um
final timing paths:
path	start	endpoint
min	memData_i[7]	memory[28][7]
max	memAddr_i[0]	memData_o[6]
cells in the mapped netlist, drive strengths merged, types with 2 or more instances:
library cell	count	area, um2
a22oi	6	45.0
nor2	40	150
or3b	3	26.3
inv	3	11.3
a21oi	4	20.0
nor4b	3	26.3
nor3b	2	15.0
nor2b	7	43.8
nand2	9	33.8
o22ai	5	31.3
o21ai	2	10.0
buf	51	403
edfxtp	256	7690
nor4bb	2	20.0
and2	3	18.8
or3	3	18.8
a2111oi	8	78.8
mux2	2	22.5
nand3b	3	22.5
nand3	8	40.0
a211oi	5	37.5
clkbuf	4	15.0
mux4	46	1110
mux2i	39	390
nor3	5	25.0
nand4	4	25.0
timing repair:
item,4_1_cts,5_1_grt
gates resized,128,12
pin swaps,27,8
hold endpoints to repair,0,0
setup endpoints to repair,8,8
cloned,3,0
buffers inserted,21,0
metal layers:
metal / vias to the layer above / routed length (um) / GRT usage / part of all wire
met5: - / 0 / 0.00682 / 0
met4: 0 / 377 / 0.0323 / 0.016
met3: 30 / 2650 / 0.124 / 0.11
met2: 255 / 10800 / 0.359 / 0.47
met1: 2763 / 9300 / 0.416 / 0.40
li1: 2473 / - / - / -
power breakdown:
group,total (mW),leakage (nW),internal [mW],switching [mW]
Clock,3.31,0.377,1.97,1.33
Combinational,0.544,1.75,0.261,0.283
Sequential,4.38,2.30,4.38,0.00188
cell usage in the layout, fill, tap and decap left out, types with 2 or more instances in the layout:
cell type	n
edfxtp_1	256
buf_4	102
nor2_1	39
mux4_2	37
mux2i_1	32
clkbuf_16	25
conb_1	24
buf_6	19
buf_2	10
nand2_1	9
mux4_1	9
buf_12	8
clkdlybuf4s50_1	8
nor2b_1	7
nand3_1	7
clkinv_1	6
a22oi_1	5
a2111oi_4	5
nor3_1	4
mux2i_2	4
a21oi_2	4
nand4_1	4
clkbuf_1	4
dlygate4sd2_1	4
inv_1	3
a211oi_2	3
nand3b_1	3
a2111oi_2	3
mux2i_4	3
o22ai_2	3
bufinv_16	3
nor4b_1	2
or3_1	2
or3b_4	2
mux2_2	2
and2_4	2
a211oi_1	2
final cells by class:
type / instances / area share
clock buffers: 29 / 0.0494
well taps: 270 / 0.0261
inverters: 3 / 0.000869
flip-flops and latches: 256 / 0.593
repair buffers: 156 / 0.108
clock inverters: 13 / 0.0110
multi-input cells: 250 / 0.212
worst max-delay path, cell delays in order:
cell and delay (ns):
buf_12 0.10, buf_12 0.15, buf_6 0.12, buf_6 0.09, mux4_2 0.53, a32o_1 0.24
a211oi_2 0.17, a31oi_2 0.13, buf_2 0.13
cells by family after synthesis:
logic type / synth area share
compound gates: 0.0298
buf+inv: 0.0409
flops: 0.733
mux: 0.145
other cells: 0.000358
simple gates: 0.0504
stage by stage:
| step | hold WS (ns) | TNS [ns] | instance area, um2 |
|---|---|---|---|
| floorplan | 0.639 | 0 | 10600 |
| global placement | 1.40 | -5.30 | 11600 |
| detailed placement | 1.41 | -5.31 | 11600 |
| CTS | 0.866 | -0.228 | 12900 |
| global route | 0.897 | -0.318 | 13000 |
| finish | 0.866 | -0.0972 | 13000 |
Power is estimated from default activity; no workload was simulated.
