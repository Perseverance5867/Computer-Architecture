[design/flow/design.v]
module Hazard_Detection (
	IFID_RSaddr1_i,
	IFID_RSaddr2_i,
	IDEX_control_i,
	IDEX_RDaddr_i,
	PCWrite_o,
	IFIDWrite_o,
	ZeroCtrl_o
);
input [4:0] IFID_RSaddr1_i;
input [4:0] IFID_RSaddr2_i;
input [3:0] IDEX_control_i;      
input [4:0]	IDEX_RDaddr_i;
output [1:0] PCWrite_o;
output IFIDWrite_o;
output ZeroCtrl_o;
reg hazard;
wire IDEX_MemRead;
assign IDEX_MemRead = (IDEX_control_i == 4'b0000) ? 0:  
                 	  (IDEX_control_i == 4'b0001) ? 0:  
                 	  (IDEX_control_i == 4'b0010) ? 0:  
                 	  (IDEX_control_i == 4'b0011) ? 0:  
                 	  (IDEX_control_i == 4'b0100) ? 0:  
                 	  (IDEX_control_i == 4'b0101) ? 0:  
                 	  (IDEX_control_i == 4'b0110) ? 1:  
                 	  (IDEX_control_i == 4'b0111) ? 0:  
                 	  (IDEX_control_i == 4'b1000) ? 0:  
                 	  {1'b0};
always@ (*) begin
	if (IDEX_MemRead && ((IDEX_RDaddr_i == IFID_RSaddr1_i) || (IDEX_RDaddr_i == IFID_RSaddr2_i)))
		hazard = 2'b1;
	else
		hazard = 2'b0;
end
assign PCWrite_o = (hazard)? {2'b01}: {2'b00};
assign IFIDWrite_o = (hazard)? 0: 1;
assign ZeroCtrl_o = (hazard)? 1: 0;
endmodule
[design/flow/run.sh]
#!/bin/bash
# OpenROAD 26Q1-2900-gdf79404cd8, Yosys 0.63+post, stock flow scripts
make -C /OpenROAD-flow-scripts/flow DESIGN_CONFIG=/design/flow/config.mk WORK_HOME=/design/flow/orfs finish
[design/flow/config.mk]
export PLATFORM = sky130hd
export DESIGN_NAME = Hazard_Detection
export DESIGN_NICKNAME = Hazard_Detection
export VERILOG_FILES = /design/flow/design.v
export SDC_FILE = /design/flow/constraint.sdc
export NUM_CORES = 4
export LEC_CHECK = 1
export CORE_AREA = 10 10 70 70
export DIE_AREA = 0 0 80 80
[design/flow/constraint.sdc]
current_design Hazard_Detection

set clk_period 3.0
set clk_io_pct 0.2

create_clock -name clk0 -period $clk_period

set non_clock_inputs [all_inputs -no_clocks]
set_input_delay [expr $clk_period * $clk_io_pct] -clock clk0 $non_clock_inputs
set_output_delay [expr $clk_period * $clk_io_pct] -clock clk0 [all_outputs]
==> out/metrics.cfg <==
[clock_network]
cts_repair_resize_count = 0
cts_setup_buffers = 0
postCtsHoldBufs = 0

[pwr]
max-vdd-ir-drop_uv = 16.07
power_density_nw_per_um2 = 104.4
leakagePower_nw = 0.1190

[final_timing]
final_min_period_over_clock_period = 0.9212
report.final.hold_viol_count = 0
maxSlewViolCount = 0
total_of_endpoints_with_negative_setup_slack_in_the_final_report = 0
max_clock_freq_mhz = 361.9
tns_ns = 0
grt_setup_unrepaired = false
post-route-min-period_ns = 2.764

[detailed_routing]
ant_nets = 0
drt_wl_total_um = 763
antenna_cells_inserted = 0
drt_pre_antenna_iters = 1
drt_iter0_drc = 0
route.detailed.wl_per_inst_um = 8.872
post_route_drc = 0
dr_vias_cell = 2.442
dr_total_vias = 210

[setup_path]
critPathCaptureType = primary output
cp.arrival_ns = 2.16
critical_path.startpoint_type = input pin
critPathMaxFanout = 2
path_class = input pin to primary output
cp_data_required_time_ns = 2.40

[global_routing]
largest_net_degree_at_the_start_of_global_routing = 3
groute.usage.overall = 0.02101
gr-total-overflow = 0
global_route_wire_length_before_repair_um = 1041
via_count_of_the_first_global_routing_pass = 243
antenna_violations_before_repair = 0

[run]
max_cap_violations = 0
stage_log_warnings = 32

[placement]
place.gp.congestion = 0.5927
placedInstanceArea_um2 = 416.7
io_buffers = 22

[yosys]
postSynthAreaPerCell_um2 = 7.695
cells_in_synth_stat_txt = 20
synth_cell_type_count = 8
proportion_of_synthesized_chip_area_in_sequential_cells = 0
yosysWarnings = 1
synth.yosys.chip_area_um2 = 153.9
count_of_mapped_cells_out_of_synthesis = 20
post_synth_instance_area_um2 = 153.9

[final_layout]
nClkBuffers = 0
finalInstanceArea_um2 = 416.7
layout.area.seq_um2 = 0
design.seq.count = 0
flow.area_growth_from_synthesis_pct = 170.7
drive_gt1_frac = 0

[run_status]
result_of_the_run = complete, no violations

[hold_path]
holdCritPathClass = input pin to primary output

[floorplan]
die_w_um = 80
core.rowCount = 21
initial_utilization = 0.04506
io_pins = 23
die-area_um2 = 6400
die-height_um = 80
core-area_um2 = 3416

==> cells in the final DEF (no fill, tap or decap), drive strengths merged <==
master / netlist / final
conb: 1 / 1
and4bb: 1 / 1
nand2: 2 / 2
xnor2: 10 / 10
o22a: 1 / 1
o22ai: 1 / 1
nand4: 2 / 2
clkdlybuf4s50: 0 / 22
==> cell usage after synthesis <==
cell / instances / area [µm²]
and4bb_1: 1 / 12.51
xnor2_1: 10 / 87.58
o22ai_1: 1 / 6.260
nand4_1: 2 / 12.51
conb_1: 1 / 3.750
buf_4: 2 / 15.01
nand2_1: 2 / 7.510
o22a_1: 1 / 8.760
==> power breakdown <==
group / total [mW] / switching [mW] / internal [mW]
Combinational: 0.0435 / 0.0117 / 0.0318
Sequential: 0 / 0 / 0
Clock: 0 / 0 / 0
Total: 0.0435 / 0.0117 / 0.0318
==> per-stage QoR <==
step                power (mW)  hold WS, ns    util  setup WS [ns]  std cells
floorplan              0.01503        1.360       -          1.236         20
global placement       0.04336        2.322  0.1220         0.2282         86
detailed placement     0.04423        2.324  0.1220         0.2153         86
CTS                    0.04444        2.324  0.1220         0.2039         86
global route           0.04682        2.391  0.1220         0.1408         86
finish                 0.04350        2.306  0.1220         0.2365         86
==> layer usage <==
metal | part of all wire | vias up | wire length (µm) | global-route usage
li1 | - | 108 | - | -
met1 | 0.30 | 93 | 228 | 0.01516
met2 | 0.58 | 9 | 442 | 0.04655
met3 | 0.12 | 0 | 91 | 0.01136
met4 | 0 | 0 | 0 | 0
met5 | 0 | - | 0 | 0
==> worst max-delay path: stages <==
cell	delay [ns]
clkdlybuf4s50_1	0.51
xnor2_1	0.15
nand4_1	0.16
o22ai_1	0.25
clkdlybuf4s50_1	0.50
==> final timing paths <==
kind | from | to | cells past startpoint | slack, ns
setup / recovery | IDEX_RDaddr_i[3] | ZeroCtrl_o | 5 | 0.24
hold / removal | IFID_RSaddr2_i[2] | PCWrite_o[0] | 5 | 2.31
==> kinds of logic after synthesis <==
kind of cell / share of synthesized area
other: 0.02437
XOR/XNOR: 0.5691
AND/OR/NAND/NOR: 0.2114
buffers and inverters: 0.09753
AND-OR/OR-AND: 0.09760
==> final cells by class <==
| type | instances | area [µm²] |
|---|---|---|
| Fill cell | 393 | 2999 |
| Timing Repair Buffer | 22 | 220.2 |
| Multi-Input combinational cell | 18 | 138.9 |
| Tap cell | 46 | 57.56 |
Power figures rest on the tool's default switching activity, not on a simulated workload.
